## ./run.sh

```bash
#!/bin/bash
# OpenROAD 26Q1-2900-gdf79404cd8, Yosys 0.63+post, stock flow scripts
make -C /OpenROAD-flow-scripts/flow DESIGN_CONFIG=/design/flow/config.mk WORK_HOME=/design/flow/orfs finish
```

## ./config.mk

```make
export PLATFORM = sky130hd
export DESIGN_NAME = n8_display
export DESIGN_NICKNAME = n8_display
export VERILOG_FILES = /design/flow/design.v
export SDC_FILE = /design/flow/constraint.sdc
export NUM_CORES = 4
export LEC_CHECK = 1
export CORE_AREA = 10 10 70 70
export DIE_AREA = 0 0 80 80
```

## ./constraint.sdc

```tcl
current_design n8_display

set clk_period 1.0
set clk_io_pct 0.2

create_clock -name clk0 -period $clk_period [get_ports {clk}]

set non_clock_inputs [all_inputs -no_clocks]
set_input_delay [expr $clk_period * $clk_io_pct] -clock clk0 $non_clock_inputs
set_output_delay [expr $clk_period * $clk_io_pct] -clock clk0 [all_outputs]
```

## ./design.v

```verilog
module n8_display (
    input clk,
    input right, left, up, down, select, start, a, b,
    output reg[6:0] HEX0, 
    output reg[6:0] HEX1,
    output reg[6:0] HEX2,
    output reg[6:0] HEX3,
    output reg[6:0] HEX4,
    output reg[6:0] HEX5);
    always @(posedge clk) begin
        if (up == 1) begin
            HEX5 = 7'b1000001;
            HEX4 = 7'b0001100;
        end else if (down == 1) begin
            HEX5 = 7'b0100001;
            HEX4 = 7'b0100011;
        end else begin
            HEX5 = 7'b1111111;
            HEX4 = 7'b1111111;
        end
        if (left == 1) begin
            HEX3 = 7'b1000111;
            HEX2 = 7'b0000110;
        end else if (right == 1) begin
            HEX3 = 7'b1001110;
            HEX2 = 7'b1001111;
        end else begin
            HEX3 = 7'b1111111;
            HEX2 = 7'b1111111;
        end        
        if (b == 1) begin
            HEX1 = 7'b0000011;
        end else begin
            HEX1 = 7'b1111111;
        end     
        if (a == 1) begin
            HEX0 = 7'b0001000;
        end else begin
            HEX0 = 7'b1111111;
        end        
    end
endmodule
```

==> results_slide.txt <==
Key Metrics from the Run

Die
  • FP Rows: 21
  • Core area: approximately 0.0034 mm^2
  • DIE AREA: 0.006400 mm^2
  • # IOs: ~51
  • Die extent in y: about 80 um
  • Die Span X: roughly 80 um
  • Fp util: a little over an eighth

Global route
  • GR Overflow Total: 0
  • Met1 global-route usage: ~3.2%
  • Total track usage: ~3.4%
  • Antenna violations before repair: 0
  • Met3 Usage GRT: roughly 5%
  • Vias in the first global route: 337
  • First-pass GRT wire length: between 1500 and 2000 um
  • GR Util met2: under 10%
  • Largest net degree at the start of global routing: 6
  • Busiest grt layer: met3

Synthesis
  • Ys flop type: dfxtp_1
  • Number of synthesized register bits: 8
  • Area share, top type: 56.20%
  • Asr flop ratio synth: 0%
  • Cell with the most instances after synthesis: buf_4
  • Mean Syn Cell Area: 8.906 um^2
  • Synth cell count leaders: buf_4, dfxtp_1, inv_1
  • Unique cell types: 6
  • Mapped Cells: ~51
  • Register area share after synthesis: 35.26%
  • Synth area leaders: buf_4, dfxtp_1, inv_1
  • EDFF count, synth: 0
  • Ys Warns: 1
  • Post-synth top area cell: buf_4
  • Yosys stat area: around 450 um^2
  • Yosys cell count: about 51
  • Cell Area, Synth: 454.2 um^2

STA
  • Final hold vios: 0
  • Max Freq: 985.8 MHz
  • Post-layout min period: approximately 1000 ps
  • Setup ws final: -14.37 ps
  • Final setup vio count: 5
  • Unrepaired setup endpoints after global routing: yes
  • Worst hold slack: ~420 ps
  • Cycle use final: 101.4%
  • Final Max Slew Viols: 0

Cells and area
  • Logic area: ~54 um^2
  • Share of cells above drive strength 1: 56.34%
  • Filler cell count: 384
  • Post-route insts no fill: roughly 120
  • Reg area: 171.4 um^2
  • Synth-to-layout area growth: 50.14%

Run status
  • Outcome: complete, but fails checks
  • Failing checks: negative setup slack

Drt
  • Ant. Diodes: 0
  • Iteration tally of the first detailed-router pass: 1
  • Routed wire length per instance: roughly 10 um
  • Final WL: around 1200 um
  • DRC viols: 0
  • Final ANT Viol Nets: 0
  • Initial DRC count: 0
  • DR vias: 315
  • Vias per std cell: about 2.7

Power and ir drop
  • Switch share: between 20% and 30%
  • Sequential power share: roughly 48%
  • Peak VDD IR: roughly 0.00053 V
  • Power Total: 0.7361 mW
  • Power density cells: approximately 1100 mW/mm^2
  • Leakage: between 0.3 and 0.4 nW
  • Clock power share: ~33%
  • NetSw: 0.1509 mW
  • Combinational power share: 19.5%
  • Power Internal: between 0.5 and 0.6 mW

CTS
  • Clock tree buffer depth: 2
  • Clock transition at path regs: around 60 ps
  • CTS tree: built
  • Clock Sinks: 8
  • CTS Buf Count: 3
  • Root Buffer: clkbuf_4
  • CTS H-tree lvls: 1

Run
  • OpenROAD warning count: 29
  • Max Cap Viol: 0

Hold path
  • Worst hold path class: in2reg
  • Worst Hold Path Cells: 2

Worst setup path
  • CP Capture Type: output port
  • Arr. time, crit path: 810 ps
  • Kind of critical path: reg2out
  • CP Max Fanout: 5
  • Crit path launch type: flop
  • Worst EP required: roughly 800 ps

Placed design
  • Port Buffer Count: 39
  • Post-placement cell count: about 110
  • DP HPWL: ~1000 um
  • GPL Wtd Cong: a little over 0.7
[state kept, by name (all words and copies together) (netlist names)]
register / flops
HEX2: 2
HEX1: 1
HEX3: 1
HEX4: 3
HEX0: 1
[critical path: stages, from the launching register on]
cell,delay (ps)
dfxtp_4,340
buf_6,120
buf_6,100
[cell usage in the layout, fill, tap and decap left out, drive strengths merged]
master	instances
clkbuf	20
buf	13
conb	9
dfxtp	8
clkdlybuf4s15	7
clkdlybuf4s50	6
inv	4
nand2b	2
nor2	2
[repair_timing]
| action | in CTS | in global routing |
|---|---|---|
| hold buffers | 0 | 0 |
| endpoints found under the setup margin | 33 | 28 |
| resized | 89 | 24 |
| setup buffers | 4 | 0 |
[final cells by class]
cell class                      instances  area share (%)
Tap cell                               46           8.440
Inverter                                4           2.202
Sequential cell                         8           25.14
Clock buffer                            3           3.303
Timing Repair Buffer                   43           53.03
Multi-Input combinational cell         13           7.890
[through the flow]
step	cell area (um^2)	setup slack [ps]	utilization [%]	TNS [ps]
floorplan	484.2	339.2	-	0
global placement	676.9	-77.84	19.82	-1376
detailed placement	676.9	-102.3	19.82	-1755
CTS	753.2	-117.7	22.05	-709.4
global route	681.9	-52.33	19.96	-406.9
finish	681.9	-14.37	19.96	-59.73
[power groups by stage]
stage | Clock (mW) | Combinational [mW] | Sequential (mW)
finish | 0.242 | 0.144 | 0.351
global route | 0.275 | 0.162 | 0.353
CTS | 0.255 | 0.160 | 0.351
[layer usage]
metal / part of all wire [%] / vias to the layer above
met5: 0 / -
met4: 0 / 0
met3: 29 / 0
met2: 37 / 39
met1: 33 / 131
li1: - / 145
[final timing paths]
path,startpoint,endpoint,slack [ps]
worst max-delay path,HEX0[5],HEX0[5],-10
worst min-delay path,a,HEX0[5],420
[logic make-up after synthesis]
| group | share of synthesized area (%) |
|---|---|
| and+or+nand+nor | 4.408 |
| DFF | 35.26 |
| buffers and inverters | 59.50 |
| other | 0.8257 |
Power figures rest on the tool's default switching activity, not on a simulated workload.
